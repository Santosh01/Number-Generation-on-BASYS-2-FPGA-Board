### design/flow/run.sh
#!/bin/bash
# OpenROAD 26Q1-2900-gdf79404cd8, Yosys 0.63+post, stock flow scripts
make -C /OpenROAD-flow-scripts/flow DESIGN_CONFIG=/design/flow/config.mk WORK_HOME=/design/flow/orfs finish
### design/flow/config.mk
export PLATFORM = sky130hd
export DESIGN_NAME = project
export DESIGN_NICKNAME = project
export VERILOG_FILES = /design/flow/design.v
export SDC_FILE = /design/flow/constraint.sdc
export NUM_CORES = 4
export LEC_CHECK = 1
export CORE_UTILIZATION = 50
### design/flow/constraint.sdc
current_design project

set clk_period 2.5
set clk_io_pct 0.2

create_clock -name clk0 -period $clk_period [get_ports {clk}]

set non_clock_inputs [all_inputs -no_clocks]
set_input_delay [expr $clk_period * $clk_io_pct] -clock clk0 $non_clock_inputs
set_output_delay [expr $clk_period * $clk_io_pct] -clock clk0 [all_outputs]
### design/flow/design.v
module ctrl(clk,rst,but0,digit0,digit1,dp,an,sseg);
input       clk    ;  
input       rst    ;  
input       but0   ;  
input [6:0] digit0 ;  
input [6:0] digit1 ;  
output       dp    ;  
output [3:0] an    ;  
output [6:0] sseg  ;  
localparam N = 18  ;  
wire         dp    ; 
reg [3:0 ] an      ;
reg [6:0 ] sseg    ;
reg [6:0 ] sseg3, sseg2, sseg1, sseg0;  
reg [N-1:0]count   ;           
reg        temp    ;
assign dp     = 1'b1 ;  
always@(posedge clk or posedge rst) begin
  if(rst) begin
     sseg3 = 7'b1111111; 
     sseg2 = 7'b1111111; 
     sseg1 = 7'b1111111; 
     sseg0 = 7'b1111111; 
  end else if(but0) begin
     sseg3 = 7'b1111111; 
     sseg2 = 7'b1111111; 
     sseg1 = digit1;  
     sseg0 = digit0;  
  end
end
always @ (posedge clk or posedge rst) begin
  if (rst)
   count <= 1'b0     ;  
  else
   count <= count + 1;  
end
always @ (*) begin
  case(count[N-1:N-2])  
   2'b00 :  begin
	         temp = 1'b0;
            sseg = sseg0  ; 
            an   = 4'b1110; 
            end
   2'b01:   begin
	         temp = 1'b0  ;
            sseg = sseg1  ; 
            an = 4'b1101  ; 
            end
   2'b10:   begin
	         temp = 1'b0  ;
            sseg = sseg2  ; 
            an   = 4'b1111; 
            end
   2'b11:   begin
	         temp = 1'b1   ;
            sseg = sseg3  ; 
            an   = 4'b1111; 
            end
  endcase
 end
endmodule
module project(rst,clk,but0,ssw,sseg,an,dp,led); 
input        rst          ;  
input        clk          ;  
input        but0         ;  
input  [7:0] ssw          ;  
output [3:0] an           ;  
output       dp           ;  
output [6:0] sseg         ;  
output [7:0] led          ;  
wire   [13:0] digits      ;
wire   [ 3:0] an          ;
wire   [ 6:0] sseg        ;
switch_decode  sd0( .slide_switch(ssw)
                   ,.outp(digits)
                   ,.ledout(led)
						 );
ctrl  ctrl0( .clk(clk)
            ,.rst(rst)
            ,.but0(but0)
            ,.digit0(digits[6:0])
            ,.digit1(digits[13:7])
            ,.dp(dp)
            ,.an(an)
            ,.sseg(sseg)
				);
endmodule
module switch_decode(slide_switch,outp,ledout); 
input   [7:0] slide_switch ; 
output  [13:0] outp        ; 
output  [7:0] ledout       ; 
reg     [13:0] outp        ;
assign ledout = slide_switch ;  
always@(slide_switch)begin
  case(slide_switch)
       8'b0000_0000: outp = 14'b1000000_1000000    ;  
       8'b1000_0001: outp = 14'b0000000_1111001    ;  
       8'b1000_0010: outp = 14'b0000000_0100100    ;  
       8'b1000_0100: outp = 14'b0000000_0011001    ;  
       8'b1000_1000: outp = 14'b0000000_0000000    ;  
       8'b1001_0000: outp = 14'b0010000_1000000    ;  
       8'b1010_0000: outp = 14'b0001000_1000000    ;  
       8'b1100_0000: outp = 14'b1000110_1000000    ;  
       8'b0100_0001: outp = 14'b0011001_1111001    ;  
       8'b0100_0010: outp = 14'b0011001_0100100    ;  
       8'b0100_0100: outp = 14'b0011001_0011001    ;  
       8'b0100_1000: outp = 14'b0011001_0000000    ;  
       8'b0101_0000: outp = 14'b0010010_1000000    ;  
       8'b0110_0000: outp = 14'b0000010_1000000    ;  
       8'b0010_0001: outp = 14'b0100100_1111001    ;  
       8'b0010_0010: outp = 14'b0100100_0100100    ;  
       8'b0010_0100: outp = 14'b0100100_0011001    ;  
       8'b0010_1000: outp = 14'b0100100_0000000    ;  
       8'b0011_0000: outp = 14'b0110000_1000000    ;  
       8'b0001_0001: outp = 14'b1111001_1111001    ;  
       8'b0001_0010: outp = 14'b1111001_0100100    ;  
       8'b0001_0100: outp = 14'b1111001_0011001    ;  
       8'b0001_1000: outp = 14'b1111001_0000000    ;  
       8'b0000_1001: outp = 14'b1000000_0010000    ;  
       8'b0000_1010: outp = 14'b1000000_0001000    ;  
       8'b0000_1100: outp = 14'b1000000_1000110    ;  
       8'b0000_0101: outp = 14'b1000000_0010010    ;  
       8'b0000_0110: outp = 14'b1000000_0000010    ;  
       8'b0000_0011: outp = 14'b1000000_0110000    ;  
          default  : outp = 14'b0000110_0101111    ;  
endcase
end
endmodule
==> summary.txt <==
run metrics: Synth warnings=2, initial antenna violation count=0, Final GP Congestion=0.912, n_diodes=0, Worst setup SP type=input port, number of synthesized flops with an enable pin=0, Sum Neg Setup Slack=0 ns, wire per inst=14.4 µm, Residual DRC=0, CTS buffer count=5, Finished Layout Cells=325, Tightest Pin Transition=0.594 ns, crit share post-route=92.3%, clk root buf=clkbuf_8, CTS tree=done, M1 wire length=2.40 mm, crit path time final=2.31 ns, total power=1.18 mW, crit path from=ssw[0], # Cells Yosys=234, Synth Seq Share=36.8%, DP Cell Count=317, cells on worst reg2reg path=5, final setup vio count=0, Congestion Overflow GR=0, tally of OpenROAD warnings=26, Required @ worst endpoint=2.00 ns, reg2reg setup slack=0.95 ns, drt first pass iters=4, all-layer global routing usage=22.3%, Async S/R FF share, synth=100%, critical path class=in -> out, Max Slew Vio Count=0, most instantiated cells after synthesis=nand2_1 (24), dfrtp_1 (18), nor2_1 (17), first-pass GRT wire length=7.60 mm, f_max=433 MHz, worst setup margin=0.193 ns, Chip Width=68.7 µm, Vias=1816, Hold Crit Class=reg -> reg, max capacitance violation total=0, Final Hold Fails=0, hpwl dp=3.64 mm, largest net degree at the start of global routing=20, Avg Inst Size Synth=9.51 µm², layout cells sized above 1=24.4%, DRT Wirelength=4.69 mm, Antenna Violating Nets Remaining=0, Slew headroom=60.4%, crit path max fanout=8, Rows=23, Placed Area=2640 µm², Worst Setup EP=led[0], met3 wire len=256 µm, # H-tree levels=2, Post-CTS Setup Repair Bufs=0, Synth Flop Type=dfrtp_1, pre-CTS setup slack=0.0330 ns, clock-pin transition on the worst setup and hold timing paths=0.06 ns, die area=4720 µm², vias per std cell=5.59, FF-to-FF End=ctrl0.count[17], DR top layer=met4, met2 routed wirelength=2.02 mm, peak supply drop=417 µV, IO Pins=31, Synth-to-Final Area Change=22.4%, fin area=2720 µm², synthesis area per yosys=2220 µm², Fin Hold WS=0.467 ns, static leakage=1.10 nW, Layout fillers=336, power density over the cells=433 nW/µm², Synth flops=32, Die Span Y=68.7 µm, largest area contributor in the netlist=dfrtp_1, core box area=4140 µm², cells after synthesis=234, clock latency (worst-skew pair)=0.28 ns, final core utilization=65.7%, Area leader share=20.2%, unrepaired setup endpoints after global routing=no, clk sink count=32, number of I/O port buffers=27, Pre-Place Util=53.7%, first-iteration detailed-routing DRC count=91, CTS Hold Bufs=0, Post-Synthesis Cell Area=2220 µm², distinct lib cells=60, Clock Path Buffers=2, Data arrival, critical path=1.81 ns, reg-to-reg startpoint=ctrl0.count[2], vias in the first global route=1634, count leader, synth=nand2_1, top post-synthesis cells by area=dfrtp_1 (20%), dfstp_2 (17%), xnor2_1 (5.9%), buf_4 (4.0%), nand2_1 (4.0%), Crit. End Element=output port, clock skew=0.00731 ns, post-cts resize count=0, run status=completed
-- metal layers --
metal / up-vias / global-route usage, %
met5: - / 0
met4: 0 / 1.79
met3: 5 / 3.67
met2: 46 / 31.7
met1: 867 / 38.2
li1: 898 / -
-- flip-flops by register name, indices dropped and copies added, names as in the netlist --
register / flops
ctrl0.sseg1: 7
ctrl0.count: 18
ctrl0.sseg0: 7
-- cell usage in the layout (no fill, tap or decap), types with 4 or more instances in the layout --
master           Yosys  layout
clkdlybuf4s50_1      0      27
buf_4               12      26
nand2_1             24      24
dfrtp_1             18      18
nor2_1              17      17
xnor2_1             15      15
dfstp_2             14      14
inv_1               11      11
xor2_1               9       9
o21ai_0              9       9
nand3_1              9       9
a21oi_1              7       7
mux2i_1              7       7
o22ai_1              6       6
clkbuf_8             0       5
o21ai_1              4       4
-- cell type report --
| cell class | instances | area, µm² | area share, % |
|---|---|---|---|
| tap | 50 | 62.6 | 2.30 |
| clock inverter | 1 | 5.00 | 0.184 |
| timing repair buffer | 55 | 505 | 18.6 |
| multi-input combinational | 169 | 1210 | 44.6 |
| clock buffer | 7 | 76.3 | 2.80 |
| inverter | 11 | 41.3 | 1.52 |
| sequential | 32 | 818 | 30.1 |
-- report_power, final --
| group | total, mW | leakage [nW] | internal (mW) | switching, mW |
|---|---|---|---|---|
| logic | 0.251 | 0.670 | 0.130 | 0.121 |
| clock network | 0.364 | 0.0422 | 0.195 | 0.169 |
| registers | 0.563 | 0.389 | 0.553 | 0.0108 |
| total | 1.18 | 1.10 | 0.877 | 0.301 |
-- logic make-up (layout without fill, tap and decap cells) --
logic type | count (synthesis) | in the layout | synth area share (%)
compound gates | 50 | 50 | 17.5
xor+xnor | 26 | 26 | 11.2
other cells | 1 | 3 | 0.169
mux | 8 | 8 | 3.66
flops | 32 | 32 | 36.8
buf+inv | 35 | 74 | 9.00
simple gates | 81 | 81 | 21.0
fa+ha+maj | 1 | 1 | 0.562
-- worst max-delay path, stage by stage --
cell	delay [ns]
clkdlybuf4s50_1	0.63
buf_4	0.21
clkdlybuf4s50_1	0.46
-- worst min path at each step --
stage / from / end / cells after the start
6_report: ctrl0.count[8] / ctrl0.count[8] / 1
5_1_grt: ctrl0.count[14] / ctrl0.count[14] / 1
4_1_cts: ctrl0.count[8] / ctrl0.count[8] / 1
No activity file was given, so power comes from the tool's default toggle rates.
